==> ./design.v <==
package types;
    typedef enum bit {
        dms_imm1,
        dms_alu_out
    } dmem_mux_sel_t;
    typedef enum bit {
        fim_normal,
        fim_inverted
    } flags_inv_mux_sel_t;
    typedef enum logic [3:0] {
        op_add    = 4'b0000,
        op_and    = 4'b0001,
        op_or     = 4'b0010,
        op_xor    = 4'b0011,
        op_not    = 4'b0100,
        op_rl     = 4'b0101,
        op_rr     = 4'b0110,
        op_store  = 4'b0111,
        op_setbar = 4'b1111,
        op_br     = 4'b1000,
        op_brn    = 4'b1001,
        op_bp     = 4'b1010
    } opcode_t;
    typedef struct packed {
        logic [3:3] S;
        logic [2:2] Z;
        logic [1:1] C;
        logic [0:0] V;
    } flags_t;
    typedef struct packed {
        logic [3:3] W;
        logic [2:2] C;
        logic [1:1] S;
        logic [0:0] B;
    } ctl_t;
    typedef logic [7:0] addr_t;
    localparam addr_t start_addr = 8'b0;
    typedef union packed {
        logic [23:0] instr;
        struct packed {
            opcode_t opcode;
            ctl_t bmask;
            addr_t addr1;
            addr_t addr2;
        } mm;
        struct packed {
            opcode_t opcode;
            ctl_t bmask;
            addr_t addr1;
            addr_t imm1;
        } store;
        struct packed {
            opcode_t opcode;
            ctl_t bmask;
            addr_t addr1;
            logic [7:4] rsvrd;
            flags_t bflags;      
        } branch;
    } instr_t;
    localparam instr_t nop = 24'b0;
endpackage
module alu
#(
    parameter int width
)
(
    input types::opcode_t opcode,
    input var types::ctl_t bmask,
    input logic [width-1:0] arg1,
    input logic [width-1:0] arg2,
    input var types::flags_t f,
    output logic [width-1:0] dout,
    output types::flags_t fout
);
    localparam logic [width-1:0] zeros = {width{1'b0}};
    logic [width:0] _dout, _arg1, _arg2, fc, fc_inv, maskC_ext;
    assign _arg1 = {1'b0, arg1};
    assign _arg2 = {1'b0, arg2};
    assign fc = {zeros, f.C};
    assign fc_inv = {zeros, ~f.C};
    assign maskC_ext = {zeros, bmask.C};
    assign dout = _dout[width-1:0];
    assign fout.S = dout[width-1];
    assign fout.Z = dout == zeros;
    assign fout.C = _dout[width];
    assign fout.V = ~(arg1[width-1] ^ arg2[width-1]) ^ dout[width-1];
    always_comb begin : _dout_calc
        unique case (opcode)
            types::op_add: begin
                unique casex (bmask)
                    4'b1x0x: _dout = _arg1 + _arg2 + (maskC_ext & fc);
                    4'b1x1x: _dout = _arg1 + (~_arg2) + (1'b1 ^ (maskC_ext & fc_inv));
                endcase
            end
            types::op_and: _dout = _arg1 & _arg2;
            types::op_or: _dout = _arg1 | _arg2;
            types::op_xor: _dout = _arg1 ^ _arg2;
            types::op_not: _dout = ~_arg2;
            types::op_rl: _dout = {arg1[width-1], arg1[width-2:0],
                                                    bmask.C ? f.C : 1'b0};
            types::op_rr:
                begin
                    _dout[width] = arg1[0];  
                    _dout[width-2:0] = arg1[width-1:1];  
                    unique casex ({bmask.C, bmask.S})
                        2'b1x: _dout[width-1] = f.C;   
                        2'b01: _dout[width-1] = arg1[width-1];  
                        2'b00: _dout[width-1] = 1'b0;  
                    endcase
                end
            default: _dout = {1'b0, zeros};
        endcase
    end
endmodule : alu
module datapath
#(
    parameter int width,
    parameter int nptrs,
    parameter int pc_width,
    parameter int addr_width
)
(
    input clk,
    input reset,
    input var logic [width-1:0] rdata [1:2],
    output logic [width-1:0] wdata,
    output logic [addr_width-1:0] addr [1:2],
    output logic [addr_width-1:0] pc,
    input var types::instr_t instr
);
    typedef logic [width-1:0] word_t;
    typedef union packed {
        logic [addr_width-1:0] a;
        struct packed {
            logic [$clog2(nptrs)-1:0] ptr;
            logic [addr_width-$clog2(nptrs)-1:0] addr;
        } c;
    } addr_t;
    addr_t _bar [1:nptrs-1];
    addr_t PC;
    types::flags_t flags;
    addr_t BAR [nptrs];
    always_comb begin
        BAR[0].a = 8'b0;
        for (int i = 1; i < nptrs; ++i)
            BAR[i].a = _bar[i].a;
    end
    addr_t instops [1:2];
    assign instops[1] = addr_t'(instr.mm.addr1);
    assign instops[2] = addr_t'(instr.mm.addr2);
    types::flags_t flags_out;
    logic pc_mux_sel;
    addr_t pc_mux_out;
    word_t  imm1, alu_out;
    for (genvar i = 1; i <= 2; ++i) begin : address_resolution
        assign addr[i] = {1'b0, instops[i].c.addr} + BAR[instops[i].c.ptr].a;
    end
    assign pc = PC.a;
    assign imm1 = signed'(instr.store.imm1);
    assign pc_mux_out.a = pc_mux_sel ?  addr[1] : PC.a + 8'd1;
    assign wdata = instr.store.opcode == types::op_store ?  imm1 : alu_out;
    always_comb begin
        case (instr.mm.opcode)
            types::op_br: pc_mux_sel = |(instr.branch.bflags & flags);
            types::op_brn: pc_mux_sel = |(instr.branch.bflags & (~flags));
            default: pc_mux_sel = 1'b0;
        endcase
    end
    alu #(.width(width)) alu(
        .opcode (instr.mm.opcode),
        .bmask  (instr.mm.bmask),
        .arg1   (rdata[1]),
        .arg2   (rdata[2]),
        .f      (flags),
        .dout   (alu_out), 
        .fout   (flags_out)
    );
    always_ff @(posedge clk) begin
        if (reset) begin
            PC <= 8'd0;
            for (int i = 1; i < nptrs; ++i)
                _bar[i] <= 8'd0;
            flags <= 4'd0;
        end
        else begin
            if ((instr.mm.opcode inside {types::op_setbar}) & instops[1].c.ptr)
                _bar[instops[1].c.ptr].a <= rdata[2];
            PC <= pc_mux_out.a;
            flags <= flags_out;
        end
    end
endmodule : datapath
module Top
#(
    parameter int width = 8,
    parameter int nptrs = 2,
    parameter int pc_width = 8,
    parameter int addr_width = 8
)
(
    input clk, reset,
    input var types::instr_t instr,
    output logic [pc_width-1:0] pc,
    input  var logic [width-1:0] rdata [1:2],
    output logic [width-1:0] wdata,
    output logic [addr_width-1:0] addr [1:2],
    output logic wen
);
    assign wen = instr.mm.bmask.W;
    datapath #(width, nptrs, pc_width, addr_width) datapath(.*);
endmodule : Top
==> ./run.sh <==
#!/bin/bash
# OpenROAD 26Q1-2900-gdf79404cd8, Yosys 0.63+post, stock flow scripts
make -C /OpenROAD-flow-scripts/flow DESIGN_CONFIG=/design/flow/config.mk WORK_HOME=/design/flow/orfs finish
==> ./config.mk <==
export PLATFORM = sky130hd
export DESIGN_NAME = Top
export DESIGN_NICKNAME = Top
export VERILOG_FILES = /design/flow/design.v
export SDC_FILE = /design/flow/constraint.sdc
export NUM_CORES = 4
export LEC_CHECK = 1
export CORE_UTILIZATION = 50
export SYNTH_HDL_FRONTEND = slang
==> ./constraint.sdc <==
current_design Top

set clk_period 5.9
set clk_io_pct 0.2

create_clock -name clk0 -period $clk_period [get_ports {clk}]

set non_clock_inputs [all_inputs -no_clocks]
set_input_delay [expr $clk_period * $clk_io_pct] -clock clk0 $non_clock_inputs
set_output_delay [expr $clk_period * $clk_io_pct] -clock clk0 [all_outputs]
==> Changelog: implementation <==
### Metrics

- CP endpoint kind: output port
- Aoi share: between 20% and 30%
- CTS root buffer: clkbuf_8
- Pwr Total: 0.526 mW
- DRT antenna net count: 0
- Adder share: 20.6%
- Yosys cell types: between 60 and 70
- Most common cell in the netlist: ha_1
- Largest net degree at the start of global routing: 29
- Post-CTS resize count: 0
- Clk slew on worst S/H paths: 0.07 ns
- Post-DP HPWL: 6520 um
- Via/cell ratio: ~5.7
- Hold Buf Count CTS: 0
- Ant diodes: 0
- Max_cap viols: 0
- Clk sinks: 20
- RD Place Congestion: 0.894
- Mux cell area share after synthesis: 5.48%
- Fillers: ~500
- GRT Overall Usage: 25.3%
- Post-Syn Instances: 391
- Routed len/inst: 15.0 um
- Vias in the first global route: 2743
- Worst VDD drop: 0.0850 mV
- Async set-or-reset flop fraction in the synthesized netlist: 0%
- Slew headroom: a little over half
- First-pass GRT wire length: 12500 um
- Depth of the CTS H-tree: 1
- Row cnt: 28
- Synth Warn #: 0
- #FFs+latches synth: 20
- Worst R2R Path Depth: 10
- Setup TNS: 0 ns
- Final WL: 7940 um
- Initial antenna violation count: 0
- Die width: 81.1 um
- Pwr/cell area: 134 nW/um2
- Worst hold slack: 0.520 ns
- Drt pass-1 iters: 4
- Critical path required time: 4.72 ns
- RSZ-0062 raised after global routing: no
- Post-Route Utilization: 65.6%
- Yosys cell count: 391
- CP startpoint: rdata[0]
- Run status: complete, no violations
- Startpoint Class: input pin
- Simple share: 23.9%
- Port buffer count: 73
- Crit path DAT: 4.33 ns
- Top cells by count: ha_1 (42), inv_1 (34), nor2_1 (31)
- Flip-flops with a built-in enable: 8
- Post-route minimum period: 5.51 ns
- Top cell area share: 16.8%
- Yosys chip area: 3130 um2
- Clock Tree Buf Depth: 2
- DRC violations left: 0
- Commonest flop: dfxtp_1
- RR Endpoint: datapath.flags[2]
- Leakage: 1.76 nW
- Worst Path Max Fanout: 5
- Crit path to: wdata[6]
- DR vias: 3002
- Top cells, area: ha_1 (17%), dfxtp_1 (7.7%), edfxtp_1 (7.7%)
- Dpl cells: 527
- Initial drt markers: about 85
- Clk_skew: 0.00172 ns
- Area fraction in xor and xnor cells: 6.16%
- Area grow syn2layout: 25.5%
- Final hold viol count: 0
- Layout Cells excl Fill: 531
- Setup repair bufs after CTS: 0
- Die height: 81.1 um
- Io pins: roughly 75
- Cell Area, Synth: 3130 um2
- Worst skew pair latency: 0.25 ns
- Synth Seq Share: 15.3%
- Slew Limit Fails: 0
- Reg2reg start: datapath.flags[1]
- Setup Viol. Count Final: 0
- Core footprint: 5990 um2
- Peak Freq: 181 MHz
- Share of post-route cells with drive strength above 1: 4.82%
- CP Class: input pin to output port
- Worst R2R Setup Slack: between 3 and 4 ns
- Die Area: 6580 um2
- Final Cycle Share: 93.4%
- Tool warning count: 46
- Worst min path class: flop to flop
- Worst Max-Slew Pin Slew: 0.695 ns
- Dominant comb cell: simple AND/OR/NAND/NOR gates
- Synth Area per Inst: 8.01 um2
- FP Core Util: a little over half
- CTS buffer count: 3
- Yosys top cell by area: ha_1
- GRT Residual Overflow: 0
- CTS tree: done
==> registers in the layout, summed over array words and instances (netlist names) <==
signal and flops:
datapath._bar 8, datapath.flags 4, datapath.pc 8
==> kinds of logic (layout without fill, tap and decap cells) <==
| group | Yosys count | in the layout |
|---|---|---|
| fa+ha+maj | 48 | 48 |
| compound gates | 93 | 93 |
| xor+xnor | 22 | 22 |
| simple gates | 139 | 139 |
| buf+inv | 52 | 117 |
| mux | 17 | 17 |
| flops | 20 | 20 |
==> critical path: stages <==
cell	delay [ns]
clkdlybuf4s50_1	0.58
inv_1	0.12
fa_1	0.49
fa_1	0.41
nor2b_1	0.17
nor3_1	0.09
o21ai_0	0.16
o221ai_1	0.14
xor2_1	0.16
o22ai_1	0.25
a21o_1	0.12
clkdlybuf4s50_1	0.45
==> layout make-up <==
class                           instances  area (um2)  share of cell area (%)
Tap cell                               75        93.8                    2.39
Inverter                               35         131                    3.35
Clock buffer                            4        45.0                    1.15
Timing Repair Buffer                   78         768                    19.6
Multi-Input combinational cell        319        2410                    61.3
Sequential cell                        20         480                    12.2
==> worst min path at each step <==
stage               from             end  slack (ns)  cells after the start
5_1_grt   datapath.pc[0]  datapath.pc[0]        0.56                      1
4_1_cts   datapath.pc[0]  datapath.pc[0]        0.53                      1
6_report  datapath.pc[0]  datapath.pc[0]        0.52                      1
==> through the flow <==
stage,area (um2),setup WS (ns)
3_3_place_gp,3880,0.365
3_5_place_dp,3880,0.369
4_1_cts,3930,0.356
5_1_grt,3930,0.208
2_1_floorplan,3130,1.77
6_report,3930,0.387
==> report_power, final <==
part | switching [mW] | leakage (nW) | internal (mW)
clock | 0.0434 | 0.0228 | 0.0480
sequential | 0.00610 | 0.175 | 0.153
combinational | 0.126 | 1.56 | 0.150
total | 0.176 | 1.76 | 0.350
==> cells in the final DEF, fill, tap and decap left out, types with 2 or more instances in the layout <==
cell type	count
inv_1	34
o31ai_1	3
nor2_1	31
o311a_1	3
nand2b_1	8
clkdlybuf4s50_1	73
and2_1	22
a21oi_1	20
buf_4	5
o21ai_1	6
a21o_1	8
o21ai_0	12
a211oi_1	9
fa_1	6
edfxtp_1	8
a22oi_1	2
o21a_1	3
o21bai_1	2
o22ai_1	7
nand2_1	24
mux2i_1	16
xor2_1	10
or4_1	2
nand3_1	9
ha_1	42
o221ai_1	2
nor2b_1	6
xnor2_1	12
nor4_2	2
and3_1	2
nand4b_1	2
dfxtp_1	12
clkbuf_8	3
or3_1	6
nor3_1	13
a221oi_1	2
==> layer usage <==
| layer | routed length, um | vias up | global-route usage (%) |
|---|---|---|---|
| li1 | - | 1524 | - |
| met1 | 3590 | 1396 | 33.3 |
| met2 | 3980 | 72 | 46.1 |
| met3 | 281 | 10 | 2.17 |
| met4 | 94 | 0 | 3.93 |
| met5 | 0 | - | 0 |
Power and IR drop assume default switching activity.
